## /design/flow/config.mk

```make
export PLATFORM = sky130hd
export DESIGN_NAME = AXI4_Lite_Slave
export DESIGN_NICKNAME = AXI4_Lite_Slave
export VERILOG_FILES = /design/flow/design.v
export SDC_FILE = /design/flow/constraint.sdc
export NUM_CORES = 4
export LEC_CHECK = 1
export CORE_UTILIZATION = 30
```

## /design/flow/constraint.sdc

```tcl
current_design AXI4_Lite_Slave

set clk_period 4.5
set clk_io_pct 0.2

create_clock -name clk0 -period $clk_period [get_ports {clk}]

set non_clock_inputs [all_inputs -no_clocks]
set_input_delay [expr $clk_period * $clk_io_pct] -clock clk0 $non_clock_inputs
set_output_delay [expr $clk_period * $clk_io_pct] -clock clk0 [all_outputs]
```

## /design/flow/design.v

```verilog
module AXI4_Lite_Slave #(
    parameter ADDR_WIDTH = 32,  
    parameter DATA_WIDTH = 32   
)(
    input  wire                  clk,          
    input  wire                  reset_n,      
    input  wire [ADDR_WIDTH-1:0] awaddr,       
    input  wire                  awvalid,      
    output reg                   awready,      
    input  wire [DATA_WIDTH-1:0] wdata,        
    input  wire                  wvalid,       
    output reg                   wready,       
    output reg  [1:0]            bresp,        
    output reg                   bvalid,       
    input  wire                  bready,       
    input  wire [ADDR_WIDTH-1:0] araddr,       
    input  wire                  arvalid,      
    output reg                   arready,      
    output reg  [DATA_WIDTH-1:0] rdata,        
    output reg  [1:0]            rresp,        
    output reg                   rvalid,       
    input  wire                  rready        
);
    reg [DATA_WIDTH-1:0] memory [0:255];  
    always @(posedge clk or negedge reset_n) begin
        if (!reset_n) begin
            awready <= 0;
            wready  <= 0;
            bvalid  <= 0;
            arready <= 0;
            rvalid  <= 0;
        end else begin
            if (awvalid && !awready) begin
                awready <= 1;  
            end else begin
                awready <= 0;
            end
            if (wvalid && !wready) begin
                wready <= 1;  
                memory[awaddr] <= wdata;  
                bresp <= 2'b00;  
                bvalid <= 1;
            end else begin
                wready <= 0;
                bvalid <= 0;
            end
            if (arvalid && !arready) begin
                arready <= 1;  
            end else begin
                arready <= 0;
            end
            if (arvalid && arready) begin
                rdata <= memory[araddr];  
                rresp <= 2'b00;           
                rvalid <= 1;
            end else if (rready) begin
                rvalid <= 0;
            end
        end
    end
endmodule
```

## /design/flow/run.sh

```bash
#!/bin/bash
# OpenROAD 26Q1-2900-gdf79404cd8, Yosys 0.63+post, stock flow scripts
make -C /OpenROAD-flow-scripts/flow DESIGN_CONFIG=/design/flow/config.mk WORK_HOME=/design/flow/orfs finish
```

==> load_flow_metrics.sql <==
-- physical implementation figures
INSERT INTO impl_metrics (metric_group, metric, value, unit) VALUES
('yosys', 'synth-main-ff-cell', 'sky130_fd_sc_hd__edfxtp_1', ''),
('yosys', 'yosysTopAreaCellShare', '0.8283', ''),
('yosys', 'yosys-stat-area', '298200', 'µm²'),
('die', 'number_of_primary_i_o_pins', '144', ''),
('yosys', 'prevailing_logic_family_in_the_synthesized_netlist', 'AND-OR/OR-AND gates', ''),
('place', 'io_buffer_count', '90', ''),
('yosys', 'ys_seq_frac', '0.8286', ''),
('yosys', 'share_of_synthesized_cell_area_in_and_or_nand_and_nor_gates', '0.03852', ''),
('yosys', 'synth_compound_gate_area_share', '0.1181', ''),
('place', 'post-place-cells', '34130', ''),
('yosys', 'ys_cells', '16140', ''),
('yosys', 'edf_count', '8224', ''),
('die', 'placement_rows', '365', ''),
('yosys', 'ys_sh_xor', '0', ''),
('yosys', 'netlist_instances', '16140', ''),
('outcome', 'last-stage-reached', 'global routing', ''),
('yosys', 'synth_cell_type_count', '74', ''),
('grt', 'grt_pass1_wl', '4674', 'mm'),
('yosys', 'top_cells_by_area', 'sky130_fd_sc_hd__edfxtp_1, sky130_fd_sc_hd__a22oi_1, sky130_fd_sc_hd__a22o_1, sky130_fd_sc_hd__nor2_1, sky130_fd_sc_hd__a222oi_1', ''),
('yosys', 'avgSynthCellArea', '18.48', 'µm²'),
('cts', 'ctsHtreeMaxLevel', '6', ''),
('cts', 'clock_tree.root_cell', 'sky130_fd_sc_hd__clkbuf_16', ''),
('outcome', 'error', '[ERROR GRT-0116] Global routing finished with congestion. Check the congestion regions in the DRC Viewer.', ''),
('yosys', 'async_reset_ff_frac', '0.0004861', ''),
('yosys', 'synthesis.area', '298200', 'µm²'),
('die', 'floorplan.die.width', '998.9', 'µm'),
('yosys', 'ys.warnings.count', '2', ''),
('yosys', 'largest_area_cell', 'sky130_fd_sc_hd__edfxtp_1', ''),
('cts', 'cts.path.max_buffers', '4', ''),
('yosys', 'yosys-mux-area-fraction', '0.0001469', ''),
('grt', 'maximum_number_of_pins_on_one_net_before_global_route_repair', '130', ''),
('grt', 'track_usage', '0.7656', ''),
('place', 'hpwl', '1969', 'mm'),
('cts', 'inserted_clock_buffers', '838', ''),
('yosys', 'numSynthFlops', '8228', ''),
('grt', 'vias_in_the_first_global_route', '369800', ''),
('yosys', 'synth-adder-area-share', '0.00003357', ''),
('die', 'floorplanUtilization', '0.3014', ''),
('place', 'finalWeightedCongestion', '1.404', ''),
('place', 'detailedPlace.worstSlack', '-2.759', 'ns'),
('outcome', 'outcome', 'did not finish', ''),
('die', 'die_height', '998.9', 'µm'),
('grt', 'globalRouteOverflowTotal', '5953', ''),
('cts', 'tritoncts_num_sinks', '8228', '');
==> metal layers <==
layer	overflow	GRT usage
met1	1162	0.7233
met2	1917	0.8676
met3	1265	0.7392
met4	1414	0.6947
met5	195	0.6506
==> timing repair <==
item,in CTS
setup endpoints to repair,32
setup buffers,30
hold buffers,1
endpoints found under the hold margin,4
pin swaps,53
resized,208
==> cells by family after synthesis <==
logic type	count (synthesis)
AOI/OAI and AO/OA	4616
adders and majority gates	1
buffers and inverters	1009
DFF	8228
muxes	4
other	1
and+or+nand+nor	2278
==> through the flow <==
stage	TNS, ns	total power (µW)	util	area [µm²]
floorplan	-38.56	87070	-	298200
global placement	-68.97	93400	0.3838	379600
detailed placement	-60.33	93330	0.3839	379700
CTS	-0.2728	164500	0.4139	409400
==> cell usage after synthesis, drive strengths merged, types with 12 or more instances <==
library cell,n
nor2,633
o22ai,361
nor2b,14
o211ai,50
nand3,217
nor4b,12
a221oi,207
clkbuf,527
edfxtp,8224
o32a,13
or4,53
nand4,334
and3,59
a21oi,102
nor3,133
and4,17
buf,476
a22o,336
nand2,509
nor4,213
a2111oi,22
a222oi,230
o21ai,61
o221ai,17
a22oi,3123
a31oi,23
o22a,29
or3,15
Power figures rest on the tool's default switching activity, not on a simulated workload.
